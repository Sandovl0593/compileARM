[flow/run.sh]
#!/bin/bash
# OpenROAD 26Q1-2900-gdf79404cd8, Yosys 0.63+post, stock flow scripts
make -C /OpenROAD-flow-scripts/flow DESIGN_CONFIG=/design/flow/config.mk WORK_HOME=/design/flow/orfs finish
[flow/constraint.sdc]
current_design regfile

set clk_period 7.2
set clk_io_pct 0.2

create_clock -name clk0 -period $clk_period [get_ports {clk}]

set non_clock_inputs [all_inputs -no_clocks]
set_input_delay [expr $clk_period * $clk_io_pct] -clock clk0 $non_clock_inputs
set_output_delay [expr $clk_period * $clk_io_pct] -clock clk0 [all_outputs]
[flow/design.v]
module regfile (
    clk, we3, ra1, ra2, wa3, wd3, r15, rd1, rd2
);
    input wire clk;
    input wire we3;
    input wire [3:0] ra1;
    input wire [3:0] ra2;
    input wire [3:0] wa3;
    input wire [31:0] wd3;
    input wire [31:0] r15;
    output wire [31:0] rd1;
    output wire [31:0] rd2;
    reg [31:0] rf [14:0];
    always @(negedge clk)
        if (we3)
            rf[wa3] <= wd3;
    assign rd1 = (ra1 == 4'b1111 ? r15 : rf[ra1]);
    assign rd2 = (ra2 == 4'b1111 ? r15 : rf[ra2]);
endmodule
[flow/config.mk]
export PLATFORM = sky130hd
export DESIGN_NAME = regfile
export DESIGN_NICKNAME = regfile
export VERILOG_FILES = /design/flow/design.v
export SDC_FILE = /design/flow/constraint.sdc
export NUM_CORES = 4
export LEC_CHECK = 1
export CORE_UTILIZATION = 40
==> reports/results.ini <==
[run_status]
status = finished, violations left
violations = negative setup slack

[timing]
setup_tns_ns = -0.136
worst-slew-pin-transition_ns = 0.963
finalMaxSlewViolations = 0
slew_headroom_pct = 35.8
timing.final.ws_setup_ns = -0.0715
setup_viol = 4
final_hold_viol_count = 0
rsz0062_at_grt = true

[yosys]
synth.distinct_cells = 46
ys_seq_share_pct = 62.3
ys_cells = 1498
yosysWarningCount = 1
async_flop_share_pct = 0
numSynthFlops = 480
syn_avg_cell_area_um2 = 15.4
synthFlopType = edfxtp_1
synthCells = 1498
yosys_area_um2 = 23100
syn_area_um2 = 23100
edf_count = 480

[power]
powerDensity_nw_per_um2 = 265
ir_drop_mv = 0.186
leakage_nw = 12.1

[finish]
drive_gt1_share_pct = 22.2
fill_cells = 4379
regMostFlops = rf
syn_to_final_growth_pct = 29.3
top_regs = rf (480)
lay_top_count = inv_1
lay_top_cells = inv_1 (495), edfxtp_1 (480), mux2i_1 (192), mux4_2 (91), clkdlybuf4s50_1 (70)
final_cells = 2925
utilization_pct = 52.7
largest_reg_flops = 480

[floorplan]
io_pins = 142
core_region_area_um2 = 56700
dieArea_um2 = 58800
fp_util_pct = 40.8
fp.dieH_um = 242
row_count = 87
die_width_um = 242

[clocking]
cts_num_sinks = 480
htreeDepth = 2
cts_root_buf = clkbuf_16
cts_tree = done
numCtsBuffers = 54
cts_max_path_buffers = 3
clkTransAtPathRegs_ns = 0.03
postCtsHoldBufs = 0

[routing]
vias_per_cell = 5.62
drc = 0
antenna_left = 0
routed_wl_mm = 68.4
vias = 16400
dr.pass1.iters = 6
initialDrtViolationCount = 847
routedWlPerCell_um = 23.4

[hold_path]
hold_class = in -> out

[global_routing]
groute.usage.overall_pct = 25.4
grtUsageMet3_pct = 19.7
top_usage_layer = met2
grt_max_degree = 57
grt_pass1_vias = 18500
grt-ovfl-total = 0
use_met2_pct = 36.3
grt_first_pass_wirelength_mm = 102
antenna_found_initial = 3
grt_use_met1_pct = 28.8

[placed_design]
dp.cells = 2329
dp_hpwl_mm = 38.8
gp_congestion = 0.862
port_buffers = 141

[job]
drv_cap = 0
warnings = 508

[setup_path]
critPathMaxStageDelay_ns = 0.43
critPathMaxFanout = 2
cpLargestDelayFamily = multiplexers
cp_slowest_cell = mux4_2
critical_path_class = reg -> out
crit_arrival_ns = 5.83
cp.required_ns = 5.76
end_kind = primary output
worstPathCellList = buf_6, mux4_2, nor2b_4, o32ai_2, a31oi_2, buf_2
startpoint_type = register
path_buffers = 2

-- logic make-up (layout without fill, tap and decap cells) --
| logic type | Yosys count | in the layout | synth area share, % |
|---|---|---|---|
| other cells | 0 | 2 | 0 |
| compound gates | 322 | 322 | 9.56 |
| flops | 480 | 480 | 62.3 |
| buf+inv | 134 | 803 | 3.25 |
| mux | 348 | 348 | 20.3 |
| simple gates | 214 | 214 | 4.55 |
-- area by class of cell --
| type | instances | area (um2) | area share [%] |
|---|---|---|---|
| repair buffers | 221 | 2010 | 6.73 |
| multi-input cells | 884 | 8720 | 29.2 |
| flip-flops and latches | 480 | 14400 | 48.2 |
| clock inverters | 524 | 2440 | 8.15 |
| well taps | 756 | 946 | 3.16 |
| clock buffers | 54 | 1350 | 4.52 |
| diodes | 2 | 5.00 | 0.0167 |
| inverters | 4 | 15.0 | 0.0502 |
-- path summary, 6_finish.rpt --
check | startpoint | end | slack, ns | depth (start not counted)
worst max-delay path | rf[1][12]$_DFFE_NP_ | rd2[12] | -0.07 | 6
worst min-delay path | ra2[2] | rd2[8] | 3.48 | 4
-- Yosys cell counts (6+ instances only) --
master	number	area, um2
a211oi_1	23	173
a21o_1	12	90.1
a21oi_1	7	35.0
a221oi_1	23	201
a222oi_1	12	120
a22oi_1	26	195
a31oi_1	47	294
buf_2	40	200
buf_4	27	203
buf_6	13	146
clkbuf_1	44	165
edfxtp_1	480	14400
mux2_2	57	642
mux2i_1	199	1990
mux4_2	91	2050
nand2_1	53	199
nand2b_1	6	37.5
nand3_1	8	40.0
nor2_1	57	214
nor2b_1	36	225
nor3_1	9	45.0
o2111ai_1	14	123
o211ai_1	6	45.0
o21ai_0	74	370
o21ai_1	6	30.0
o22ai_1	39	244
o32ai_1	12	105
or2_2	14	87.6
or3_1	20	125
-- worst min-delay path, delay by kind of cell --
family,cells,cell delay [ns]
simple gates,1,0.12
compound gates,1,0.09
buf+inv,2,0.37
-- report_power, final --
part	switching, mW	leakage (nW)	internal [mW]
registers	0.0223	4.34	3.16
logic	0.385	4.20	0.308
clock network	1.77	3.54	2.29
-- metal layers --
layer | wire (um) | up-vias | share of wire (%)
li1 | - | 7399 | -
met1 | 23500 | 7853 | 34
met2 | 32200 | 1049 | 47
met3 | 10700 | 146 | 16
met4 | 1990 | 2 | 2.9
met5 | 11 | - | 0.016
-- stage by stage --
stage / power (mW) / hold WS (ns) / instance area [um2] / setup WS, ns
6_report: 7.93 / 3.48 / 29900 / -0.0715
5_1_grt: 8.39 / 3.52 / 29900 / -0.187
4_1_cts: 8.04 / 3.49 / 29700 / -0.161
3_5_place_dp: 4.28 / 3.79 / 25600 / 0.204
3_3_place_gp: 4.27 / 3.79 / 25600 / 0.224
2_1_floorplan: 3.96 / 2.93 / 23100 / -0.168
-- what timing repair did --
item | 4_1_cts | 5_1_grt
setup endpoints to repair | 62 | 49
resized | 214 | 59
setup buffers | 13 | 4
pin swaps | 85 | 35
Power figures rest on the tool's default switching activity, not on a simulated workload.
